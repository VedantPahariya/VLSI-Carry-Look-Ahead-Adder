--- design.v ---
module progen(
    input Ai, Bi,
    output Gi, Pti, Pi
);
    nor(Pti, Ai, Bi);      
    nand(Gi, Ai, Bi);      
    xor(Pi, Ai, Bi);       
endmodule
module inter(
    input Gi, Pti, Gi_1, Pti_1,
    output Pij, GPG
);
    wire t1;
    nor(Pij, Pti, Pti_1);          
    or(t1, Pti, Gi_1);             
    nand(GPG, Gi, t1);             
endmodule
module AndOr(
    input Pij, GPG, C,
    output Cout
);
    wire t1;
    and(t1, Pij, C);
    or(Cout, GPG, t1);
endmodule
module CLA4bit(
    input [3:0] A, B,
    input Cin, clk,      
    output reg [3:0] S,  
    output reg Cout, Gout, Pout   
);
    reg [3:0] A_reg, B_reg;
    reg Cin_reg;
    always @(posedge clk) begin
        A_reg <= A;
        B_reg <= B;
        Cin_reg <= Cin;
    end
    wire [3:0] G, Pt, P;
    wire C1, C2, C3, C4;
    wire Cinbar, P10, P21, P32;
    wire GPG1, GPG2, GPG3;
    wire Puseless, temp1, temp2;
    wire [3:0] Sum_wire;     
    wire Cout_wire, Gout_wire, Pout_wire;
    not(Cinbar, Cin_reg);
    progen pg0(A_reg[0], B_reg[0], G[0], Pt[0], P[0]);
    progen pg1(A_reg[1], B_reg[1], G[1], Pt[1], P[1]);
    progen pg2(A_reg[2], B_reg[2], G[2], Pt[2], P[2]);
    progen pg3(A_reg[3], B_reg[3], G[3], Pt[3], P[3]);
    inter i0(G[0], Pt[0], Cinbar, Pt[0], Puseless, C1);
    inter i1(G[1], Pt[1], G[0], Pt[0], P10, GPG1);
    inter i2(G[2], Pt[2], G[1], Pt[1], P21, GPG2);
    inter i3(G[3], Pt[3], G[2], Pt[2], P32, GPG3);
    AndOr ao1(P10, GPG1, Cin, C2);
    AndOr ao2(P21, GPG2, C1, C3);
    xor(Sum_wire[0], Cin_reg, P[0]);
    xor(Sum_wire[1], C1, P[1]);
    xor(Sum_wire[2], C2, P[2]);
    xor(Sum_wire[3], C3, P[3]);
    and(temp1, P32, GPG1);
    nor(Gout_wire, temp1, GPG3);
    nand(Pout_wire, P32, P10);
    or(temp2, Pout_wire, Cinbar);
    nand(Cout_wire, temp2, Gout_wire);
    always @(posedge clk) begin
        S <= Sum_wire;
        Cout <= Cout_wire;
        Gout <= Gout_wire;
        Pout <= Pout_wire;
    end
endmodule
--- run.sh ---
#!/bin/bash
# OpenROAD 26Q1-2900-gdf79404cd8, Yosys 0.63+post, stock flow scripts
make -C /OpenROAD-flow-scripts/flow DESIGN_CONFIG=/design/flow/config.mk WORK_HOME=/design/flow/orfs finish
--- config.mk ---
export PLATFORM = sky130hd
export DESIGN_NAME = CLA4bit
export DESIGN_NICKNAME = CLA4bit
export VERILOG_FILES = /design/flow/design.v
export SDC_FILE = /design/flow/constraint.sdc
export NUM_CORES = 4
export LEC_CHECK = 1
export CORE_AREA = 10 10 71 71
export DIE_AREA = 0 0 81 81
--- constraint.sdc ---
current_design CLA4bit

set clk_period 1.3
set clk_io_pct 0.2

create_clock -name clk0 -period $clk_period [get_ports {clk}]

set non_clock_inputs [all_inputs -no_clocks]
set_input_delay [expr $clk_period * $clk_io_pct] -clock clk0 $non_clock_inputs
set_output_delay [expr $clk_period * $clk_io_pct] -clock clk0 [all_outputs]
==> impl_metrics.toml <==
# yosys + openroad results
[yosys]
yosys_cells = 50
synth_cell_types = 18
ys.warnings.count = 1
netlist_instances = 50
area_leaders = "dfxtp_1, ha_1, inv_1, fa_1, xnor2_1"
synth-seq-cells = 16
ys_seq_share_pct = 54.9
yosysTopAreaCellShare_pct = 54.9
ys_area_um2 = 583
yosys.area.top_type = "dfxtp_1"
syn_area_um2 = 583
syn-mean-instance-area_um2 = 11.7

[floorplan]
ioPinCount = 17
die_w_um = 81
die-area_um2 = 6560
core-area_um2 = 3630
fp_util_pct = 16.0
num_rows = 22
die_height_um = 81

[finish]
area_delta_synth_final_pct = 53.2
n_fill_cell = 394
comb_area_um2 = 236
drive_gt1_share_pct = 22.5
register_area_um2 = 328
finish.utilization_pct = 24.6

[drt]
routed_via_density = 3.05
dr_total_vias = 363
drt_iter0_drc = 16
dr.pass1.iters = 3
antenna_cells = 0
ant_nets = 0
routed_wl_um = 1020
drc_errors = 0
routedWlPerCell_um = 8.61

[clock_tree]
clock_path_buffers = 2
clk_pin_slew_worst_paths_ps = 60
numCtsBuffers = 3
cts-root-buf = "clkbuf_8"
h-tree-depth = 1
clock_latency_ps = 240
cts_setup_buffers = 0
cts.sinks = 16
cts_tree = "yes"

[final_timing]
worst_pin_slew_ps = 213
min_period_ps = 1260
setup_ws_ps = 41.0
hold_viol = 0
max_freq_mhz = 794
slew_violations = 0
setup_viol = 0
rsz0062_at_grt = "false"
relSlewSlack_pct = 85.7
timing.final.crit_share_pct = 96.8
whs_ps = 457
fin_skew_ps = 1.79

[grt]
grt_usage_pct = 3.26
grt_pass1_wl_um = 1650
grt_pass1_vias = 370
grt-ovfl-total = 0
antenna_found_initial = 0
grt_max_degree = 10

[critical_path]
crit_family = "buffers and inverters"
r2r_end = "S[3]"
timing.reg2reg.setup_slack_ps = 40
cp.arrival_ps = 1000
r2r_cells = 4
path_cells = "clkdlybuf4s50_1"
critPathKind = "reg2out"
critPathSlowestCell = "clkdlybuf4s50_1"
r2r_start = "Cin_reg"
cp.required_ps = 1040
critical_path_buf_inv_count = 1
crit_fanout = 1
crit_path_end_kind = "primary output"
worst_setup_path_start_kind = "register"
crit_path_max_incr_delay_ps = 450

[run_status]
status = "finished, final reports clean"

[placement]
place_congestion = 0.807
portBuffers = 16
pre_cts_ws_ps = -19.0
post-dp-hpwl_um = 846

[hold_path]
min_delay_path_depth = 1
hp-class = "in2reg"
hold_start = "A[1]"
holdPathEnd = "A_reg[1]"

[run]
warning_count = 30
max_cap_violations = 0

[pwr]
ir_drop_mv = 0.607
p_leak_nw = 0.424
p_per_area_nw_per_um2 = 1270
==> layer usage <==
layer | up-vias | GRT usage (%) | share of wire, %
met4 | 0 | 0.173 | 0.39
met2 | 15 | 4.30 | 38
met1 | 150 | 4.11 | 46
met5 | - | 0 | 0
li1 | 196 | - | -
met3 | 2 | 2.90 | 15
==> worst max-delay path by stage <==
stage / from / endpoint / slack (ps) / depth (start not counted)
after CTS: S[3] / S[3] / 3 / 1
after global routing: Pout / Pout / 3 / 1
final: Gout / Gout / 40 / 1
==> layout by cell type, fill, tap and decap left out, drive strengths merged <==
cell type | Yosys | final
a211oi | 2 | 2
a21oi | 1 | 1
and2 | 1 | 1
buf | 0 | 1
clkbuf | 0 | 4
clkdlybuf4s50 | 0 | 11
dfxtp | 16 | 16
dlymetal6s2s | 0 | 5
fa | 1 | 1
ha | 8 | 8
inv | 9 | 9
nand2 | 1 | 1
nor2 | 2 | 2
nor2b | 2 | 2
nor3 | 1 | 1
nor3b | 1 | 1
o21ai | 1 | 1
o31ai | 1 | 1
xnor2 | 2 | 2
xor2 | 1 | 1
==> metrics by stage <==
stage	area (µm²)	setup TNS, ps	cells	power, mW
after floorplan	583	0	50	0.619
after global placement	811	0	115	0.732
after detailed placement	811	-19.0	115	0.734
after CTS	870	0	119	1.16
after global routing	893	0	119	1.20
final	893	0	119	1.14
==> report_power, final <==
part | leakage (nW) | internal [mW] | switching (mW)
clock | 0.0288 | 0.268 | 0.154
sequential | 0.135 | 0.545 | 0.0170
combinational | 0.261 | 0.107 | 0.0462
total | 0.424 | 0.920 | 0.217
==> cell usage after synthesis <==
library cell	number
a211oi_1	1
a211oi_2	1
a21oi_1	1
and2_1	1
dfxtp_1	16
fa_1	1
ha_1	8
inv_1	9
nand2_1	1
nor2_1	2
nor2b_1	1
nor2b_2	1
nor3_1	1
nor3b_1	1
o21ai_0	1
o31ai_1	1
xnor2_1	2
xor2_1	1
==> cell type report <==
class                   instances  share of cell area, %
flip-flops and latches         16                   36.7
multi-input cells              25                   26.5
clock buffers                   4                   6.16
repair buffers                 17                   20.2
inverters                       9                   3.78
well taps                      48                   6.72
==> cells by family after synthesis <==
group | share of synthesized area, %
AND-OR/OR-AND | 6.44
XOR/XNOR | 4.51
adder cells (fa/ha/maj) | 20.6
buffers and inverters | 5.79
flip-flops | 54.9
AND/OR/NAND/NOR | 7.73
==> what timing repair did <==
item,in CTS,in global routing
gates resized,2,12
hold buffers,0,0
pin swaps,1,0
setup endpoints to repair,2,6
No activity file was given, so power comes from the tool's default toggle rates.
